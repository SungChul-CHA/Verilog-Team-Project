File: design/flow/design.v
`timescale 1ns / 1ps
module gen_frame (
    input clk,
    input [10:0] x,
    input [10:0] y,
    output frame_on
    );
    parameter R = 17, BALLS_COLS = 17;
    parameter MONITOR_WIDTH = 1024, MONITOR_HEIGHT = 768;
    parameter WIDTH = 20, HEIGHT = 45, LINE_SIZE = 3;
    parameter GAME_X_OFFSET = 10, INNER_MENU_OFFSET = 5;
    parameter MENU_WIDTH = 200;
    parameter INNER_MENU_Y = 200;
    parameter SCORE_MENU_HEIGHT = 200;
    parameter TOP = HEIGHT + LINE_SIZE;
    parameter BOTTOM = MONITOR_HEIGHT - HEIGHT - LINE_SIZE;
    parameter MENU_X = WIDTH + LINE_SIZE;
    parameter GAME_X = MENU_X + MENU_WIDTH + LINE_SIZE + GAME_X_OFFSET + LINE_SIZE;
    parameter GAME_WIDTH = 2 * R * BALLS_COLS + R;
    parameter INNER_MENU_X = MENU_X + INNER_MENU_OFFSET + LINE_SIZE;
    parameter INNER_MENU_WIDTH = MENU_WIDTH - 2*(INNER_MENU_OFFSET + LINE_SIZE);
    parameter INNER_MENU_HEIGHT = MONITOR_HEIGHT - INNER_MENU_Y - HEIGHT - INNER_MENU_OFFSET - 3*LINE_SIZE;
    parameter SCORE_MENU_X = MONITOR_WIDTH - WIDTH - LINE_SIZE - MENU_WIDTH;
    parameter SCORE_MENU_WIDTH = MENU_WIDTH;
    wire game_frame_on, menu_frame_on, inner_menu_frame_on, score_frame_on;
    assign frame_on = {|{game_frame_on, menu_frame_on, inner_menu_frame_on, score_frame_on}};
    assign game_frame_on = ((((x >= GAME_X - LINE_SIZE && x < GAME_X) || (x >= GAME_X + GAME_WIDTH && x < GAME_X + GAME_WIDTH + LINE_SIZE)) && y >= TOP - LINE_SIZE && y < BOTTOM + LINE_SIZE) || 
                            (x >= GAME_X && x < GAME_X + GAME_WIDTH && ((y >= TOP - LINE_SIZE && y < TOP) || (y >= BOTTOM && y < BOTTOM + LINE_SIZE)))) ? 1 : 0;
    assign menu_frame_on = (((x >= MENU_X - LINE_SIZE && x < MENU_X) || (x >= MENU_X + MENU_WIDTH && x < MENU_X + MENU_WIDTH + LINE_SIZE)) && (y >= TOP - LINE_SIZE && y < BOTTOM + LINE_SIZE) ||
                            ((x >= MENU_X && x < MENU_X + MENU_WIDTH) && ((y >= TOP - LINE_SIZE && y < TOP) || (y >= BOTTOM && y < BOTTOM + LINE_SIZE)))) ? 1 : 0; 
    assign inner_menu_frame_on = ((((x >= INNER_MENU_X - LINE_SIZE) && (x < INNER_MENU_X)) || ((x >= INNER_MENU_X + INNER_MENU_WIDTH) && (x < INNER_MENU_X + INNER_MENU_WIDTH + LINE_SIZE))) && (y >= INNER_MENU_Y - LINE_SIZE && y < INNER_MENU_Y + INNER_MENU_HEIGHT + LINE_SIZE) ||
                                  ((x >= INNER_MENU_X) && (x < INNER_MENU_X + INNER_MENU_WIDTH) && ((y >= INNER_MENU_Y - LINE_SIZE && y < INNER_MENU_Y)|| (y >= INNER_MENU_Y + INNER_MENU_HEIGHT && y < INNER_MENU_Y + INNER_MENU_HEIGHT + LINE_SIZE)))) ? 1 : 0;
    assign score_frame_on = ((((x >= SCORE_MENU_X - LINE_SIZE && x < SCORE_MENU_X) || (x >= SCORE_MENU_X + SCORE_MENU_WIDTH && x < SCORE_MENU_X + SCORE_MENU_WIDTH + LINE_SIZE)) && (y >= TOP - LINE_SIZE && y < TOP + SCORE_MENU_HEIGHT + LINE_SIZE)) || 
                            ((x >= SCORE_MENU_X && x < SCORE_MENU_X + SCORE_MENU_WIDTH) && ((y >= TOP - LINE_SIZE && y < TOP) || (y >= TOP + SCORE_MENU_HEIGHT && y <TOP + SCORE_MENU_HEIGHT + LINE_SIZE)))) ? 1 : 0;
endmodule
File: design/flow/run.sh
#!/bin/bash
# OpenROAD 26Q1-2900-gdf79404cd8, Yosys 0.63+post, stock flow scripts
make -C /OpenROAD-flow-scripts/flow DESIGN_CONFIG=/design/flow/config.mk WORK_HOME=/design/flow/orfs finish
File: design/flow/config.mk
export PLATFORM = sky130hd
export DESIGN_NAME = gen_frame
export DESIGN_NICKNAME = gen_frame
export VERILOG_FILES = /design/flow/design.v
export SDC_FILE = /design/flow/constraint.sdc
export NUM_CORES = 4
export LEC_CHECK = 1
export CORE_AREA = 10 10 79 79
export DIE_AREA = 0 0 89 89
File: design/flow/constraint.sdc
current_design gen_frame

set clk_period 2.7
set clk_io_pct 0.2

create_clock -name clk0 -period $clk_period

set non_clock_inputs [all_inputs -no_clocks]
set_input_delay [expr $clk_period * $clk_io_pct] -clock clk0 $non_clock_inputs
set_output_delay [expr $clk_period * $clk_io_pct] -clock clk0 [all_outputs]
==> reports/metrics.sh <==
HOLD_PATH_CLASS='in -> out'
AREA.GROWTH.SYNTH_TO_FINAL_PCT=99.6
YS_CHIP_AREA_UM2=619
WIRE_LENGTH_OF_THE_FIRST_GLOBAL_ROUTING_PASS_UM=4180
WORST_IR_DROP_VDD_mV=0.0312
GRT_ANTENNA_BEFORE_REPAIR=0
DIEAREA_UM2=7920
HOLD_SLACK_PS=1800
RELSLEWSLACK_PCT=79.1
ARRIVAL_PS=2050
NETLIST_AREA_UM2=619
SYNTH.AVG_CELL_AREA_UM2=6.73
INSERTEDDIODECOUNT=0
LAY_TOP_CELLS='38 x sky130_fd_sc_hd__buf_4, 17 x sky130_fd_sc_hd__dlygate4sd2_1, 9 x sky130_fd_sc_hd__nor2_1, 6 x sky130_fd_sc_hd__nor3_1'
FMAX_MHz=385
PLACEABLECOREAREA_UM2=4660
STARTPOINT_TYPE='input port'
STATIC-LEAKAGE-POWER_nW=0.507
HOLDBUFCOUNTCTS=0
GRT_SETUP_UNREPAIRED='no'
CRITPATHREQUIREDTIME_PS=2160
VIA_COUNT_OF_THE_FIRST_GLOBAL_ROUTING_PASS=923
LAYOUT.SEQUENTIAL_CELLS=0
GP_CONGESTION=0.898
SEQ_AREA_UM2=0
FLOORPLANUTILIZATION_PCT=13.3
DRT-PASS1-ITER-COUNT=4
FINAL_DESIGN_AREA_NO_FILL_UM2=1240
YS_SEQ_SHARE_PCT=0
CAP_VIOLATIONS=0
AGGREGATE_GLOBAL_ROUTE_RESOURCE_USAGE_PCT=6.27
DRIVE_ABOVE_1_SHARE_PCT=37.8
TIMING_WORST_SLEW_PIN_VALUE_PS=312
SYN-INSTANCE-COUNT=92
ANTENNA_LEFT=0
RESULT_OF_THE_RUN='finished, final reports clean'
MULTIINPUTGATEAREA_UM2=639
FINALWORSTSETUPSLACK_PS=105
TIMING.FINAL.CRIT_SHARE_PCT=96.1
ROUTED-VIA-COUNT=956
LOG.WARNING_COUNT=33
FLOORPLAN.IO_PINS=24
YOSYS_CELLS=92
DRTITER0DRC=44
GRT_OVERFLOW=0
CRIT_PATH_END_KIND='output port'
YOSYSWARNINGCOUNT=0
IO_BUFFERS=23
REPORT.FINAL.SETUP_VIOL=0
CRITICAL_PATH_MAXIMUM_FANOUT=5
DRC=0
PLACEDINSTANCEAREA_UM2=1180
FINALHOLDVIOLATIONS=0
WL_PER_CELL_UM=12.1
LAYOUT_MIN_CYCLE_TIME_PS=2590
WIRELENGTH_UM=2440
DIE_W_UM=89
DRT-VIAS-PER-INSTANCE=4.73
STD_CELL_ROWS=25
GRT_START_MAX_NET_PINS=10
SETUP.WORST_PATH.CLASS='in -> out'
DIE_HEIGHT_UM=89
LAYOUT.CELLS.MOST_COMMON='sky130_fd_sc_hd__buf_4'
PLACEMENT.SETUP.WORST_SLACK_PS=-548
POWER_DENSITY_nW_PER_UM2=115
YOSYSUNIQUECELLTYPES=47
FILLER_CELL_COUNT=494
NUM-CLOCK-BUFFERS=0
FIN_MAX_SLEW_VIOS=0
DP.FINAL_HPWL_UM=2100
-- worst paths after layout --
| path | from | to | slack (ps) | cells after the start |
|---|---|---|---|---|
| min | y[8] | frame_on | 1800 | 6 |
| max | x[1] | frame_on | 110 | 9 |
-- through the flow --
stage / setup TNS [ps] / power (mW) / cells / utilization (%)
6_report: 0 / 0.143 / 202 / 26.5
2_1_floorplan: 0 / 0.0505 / 92 / -
3_3_place_gp: -540 / 0.140 / 201 / 25.3
4_1_cts: 0 / 0.140 / 201 / 26.3
3_5_place_dp: -548 / 0.141 / 201 / 25.3
5_1_grt: 0 / 0.156 / 202 / 26.5
-- timing repair --
action,in CTS,in global routing
setup endpoints to repair,1,1
pin swaps,10,3
setup buffers,0,1
resized,38,5
-- synthesized netlist by cell type (all sizes together), types with 2 or more instances --
cell / count / area [um^2]
a211oi: 4 / 30.0
a21oi: 3 / 15.0
a22oi: 2 / 15.0
and3: 3 / 18.8
buf: 5 / 37.5
clkbuf: 3 / 11.3
nand2: 5 / 18.8
nand3: 4 / 20.0
nand3b: 3 / 22.5
nand4: 3 / 18.8
nor2: 9 / 33.8
nor3: 8 / 45.0
nor3b: 2 / 15.0
nor4: 3 / 25.0
o2111a: 2 / 22.5
o2111ai: 2 / 17.5
o211ai: 3 / 22.5
o21ai: 2 / 10.0
o21bai: 2 / 15.0
or3: 2 / 17.5
-- kinds of logic after synthesis --
logic type             Yosys count  synth area share [%]
buffers and inverters            8                  7.88
AND/OR/NAND/NOR                 51                  49.5
AND-OR/OR-AND                   32                  41.0
multiplexers                     1                  1.62
-- critical path, cell delays in order --
cell and delay [ps]:
sky130_fd_sc_hd__dlygate4sd2_1 300, sky130_fd_sc_hd__buf_4 160, sky130_fd_sc_hd__buf_4 140, sky130_fd_sc_hd__o31a_1 280
sky130_fd_sc_hd__o21bai_1 170, sky130_fd_sc_hd__o2111a_1 230, sky130_fd_sc_hd__a221oi_2 40, sky130_fd_sc_hd__nand4_1 100
sky130_fd_sc_hd__buf_2 100
-- cell type report --
| cell class | instances | share of cell area, % |
|---|---|---|
| multi-input cells | 84 | 51.7 |
| repair buffers | 64 | 42.8 |
| well taps | 54 | 5.47 |
-- report_power, final --
group          switching [mW]  total (mW)  internal (mW)
registers                   0           0              0
clock network               0           0              0
logic                  0.0654       0.143         0.0772
total                  0.0654       0.143         0.0772
-- metal layers --
layer	wire, um	track usage (%)	vias to the layer above
li1	-	-	498
met1	1190	8.87	441
met2	1090	10.3	17
met3	162	1.10	0
met4	0	0	0
met5	0	0	-
Power is estimated from default activity; no workload was simulated.
